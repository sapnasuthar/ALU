**design/flow/run.sh**
```bash
#!/bin/bash
# OpenROAD 26Q1-2900-gdf79404cd8, Yosys 0.63+post, stock flow scripts
make -C /OpenROAD-flow-scripts/flow DESIGN_CONFIG=/design/flow/config.mk WORK_HOME=/design/flow/orfs finish
```
**design/flow/config.mk**
```make
export PLATFORM = sky130hd
export DESIGN_NAME = ALU_Pipeline
export DESIGN_NICKNAME = ALU_Pipeline
export VERILOG_FILES = /design/flow/design.v
export SDC_FILE = /design/flow/constraint.sdc
export NUM_CORES = 4
export LEC_CHECK = 1
export CORE_UTILIZATION = 40
export SYNTH_HDL_FRONTEND = slang
```
**design/flow/constraint.sdc**
```tcl
current_design ALU_Pipeline

set clk_period 18.0
set clk_io_pct 0.2

create_clock -name clk0 -period $clk_period [get_ports {clk}]

set non_clock_inputs [all_inputs -no_clocks]
set_input_delay [expr $clk_period * $clk_io_pct] -clock clk0 $non_clock_inputs
set_output_delay [expr $clk_period * $clk_io_pct] -clock clk0 [all_outputs]
```
**design/flow/design.v**
```verilog
module ALU (
  input  logic [31:0] A, B,
  input  logic [3:0] ALUOp,
  output logic [31:0] Result,
  output logic Zero, Carry, Overflow, Negative
);
  logic [32:0] tmp;
  always_comb begin
    Carry = 0;
    Overflow = 0;
    case (ALUOp)
      4'b0000: begin  
        tmp = A + B;
        Result = tmp[31:0];
        Carry = tmp[32];
        Overflow = (~A[31] & ~B[31] & Result[31]) | (A[31] & B[31] & ~Result[31]);
      end
      4'b0001: begin  
        tmp = A - B;
        Result = tmp[31:0];
        Carry = tmp[32];
        Overflow = (A[31] & ~B[31] & ~Result[31]) | (~A[31] & B[31] & Result[31]);
      end
      4'b0010: Result = A & B;
      4'b0011: Result = A | B;
      4'b0100: Result = A ^ B;
      4'b0101: Result = ~A;
      4'b0110: Result = ~B;
      4'b0111: Result = A << B[4:0];
      4'b1000: Result = A >> B[4:0];
      4'b1001: Result = $signed(A) >>> B[4:0];
      default: Result = 32'd0;
    endcase
    Zero = (Result == 0);
    Negative = Result[31];
  end
endmodule
module ALUControl(
  input  logic [6:0] funct7,
  input  logic [2:0] funct3,
  input  logic [6:0] opcode,
  output logic [3:0] ALUOp
);
  always_comb begin
    case (opcode)
      7'b0110011: begin  
        case ({funct7, funct3})
          10'b0000000_000: ALUOp = 4'b0000;  
          10'b0100000_000: ALUOp = 4'b0001;  
          10'b0000000_111: ALUOp = 4'b0010;  
          10'b0000000_110: ALUOp = 4'b0011;  
          10'b0000000_100: ALUOp = 4'b0100;  
          10'b0000000_001: ALUOp = 4'b0111;  
          10'b0000000_101: ALUOp = 4'b1000;  
          10'b0100000_101: ALUOp = 4'b1001;  
          default: ALUOp = 4'b1111;
        endcase
      end
      default: ALUOp = 4'b1111;
    endcase
  end
endmodule
module ALU_Pipeline(
  input  logic clk, rst,
  input  logic [31:0] A_in, B_in,
  input  logic [31:0] instr_in,
  output logic [31:0] Result_out,
  output logic Zero_out, Carry_out, Overflow_out, Negative_out
);
  logic [31:0] A_reg, B_reg;
  logic [3:0]  ALUOp;
  logic [31:0] instr_reg;
  logic [6:0] opcode, funct7;
  logic [4:0] rd, rs1, rs2;
  logic [2:0] funct3;
  logic [31:0] Result_comb;
  logic Zero_comb, Carry_comb, Overflow_comb, Negative_comb;
  always_ff @(posedge clk or posedge rst) begin
    if (rst) begin
      A_reg <= 0;
      B_reg <= 0;
      instr_reg <= 0;
    end else begin
      A_reg <= A_in;
      B_reg <= B_in;
      instr_reg <= instr_in;
    end
  end
  InstructionDecoder decoder (
    .instruction(instr_reg),
    .opcode(opcode),
    .rd(rd),
    .funct3(funct3),
    .rs1(rs1),
    .rs2(rs2),
    .funct7(funct7)
  );
  ALUControl control (
    .opcode(opcode),
    .funct3(funct3),
    .funct7(funct7),
    .ALUOp(ALUOp)
  );
  ALU alu_inst (
    .A(A_reg),
    .B(B_reg),
    .ALUOp(ALUOp),
    .Result(Result_comb),
    .Zero(Zero_comb),
    .Carry(Carry_comb),
    .Overflow(Overflow_comb),
    .Negative(Negative_comb)
  );
  always_ff @(posedge clk or posedge rst) begin
    if (rst) begin
      Result_out <= 0;
      Zero_out <= 0;
      Carry_out <= 0;
      Overflow_out <= 0;
      Negative_out <= 0;
    end else begin
      Result_out <= Result_comb;
      Zero_out <= Zero_comb;
      Carry_out <= Carry_comb;
      Overflow_out <= Overflow_comb;
      Negative_out <= Negative_comb;
    end
  end
endmodule
module InstructionDecoder(
  input  logic [31:0] instruction,
  output logic [6:0]  opcode,
  output logic [4:0]  rd,
  output logic [2:0]  funct3,
  output logic [4:0]  rs1,
  output logic [4:0]  rs2,
  output logic [6:0]  funct7
);
  assign opcode = instruction[6:0];
  assign rd     = instruction[11:7];
  assign funct3 = instruction[14:12];
  assign rs1    = instruction[19:15];
  assign rs2    = instruction[24:20];
  assign funct7 = instruction[31:25];
endmodule
```
==> qor.txt <==
MaxCap Viol Count = 0
die area = 0.0328 sq mm
HP Start = B_reg[31]$_DFF_PP0_
maximum clock frequency = 180 MHz
Worst Tran Pin Value = 0.957 ns
Seq share, synth = 0.226
crit path buf inv count = 3
GRT Overall Usage = 0.380
async set or reset register ratio after synthesis = 1.00
most frequent cells in the layout = nand2_1 (161), nor2_1 (147), o21ai_0 (121)
Hold WC Path Type = reg -> reg
count of final setup violators = 0
post-route minimum period = 5.57 ns
Cell area leaders = dfrtp_1 (23%), ha_1 (9.6%), mux4_2 (4.7%)
IO Port Bufs = 118
TritonRoute pass-1 iters = 6
top_reg_cell synth = dfrtp_1
initial antenna violation count = 0
YS chip area = 0.0128 sq mm
Post-synth EDFFs = 0
crit path cell chain = buf_4 -> inv_1 -> buf_4 -> ha_1 -> and3_1 -> a221o_1 -> o21ai_0 -> o21ai_0 -> a221oi_1 -> o311ai_0 -> nor3_1 -> nand4bb_1 -> nor4b_1 -> nand4bb_1 -> nor4_2
cell count after synthesis = 1614
Slew Viols, Final = 0
Comb area = 0.00903 sq mm
pin count of the biggest net entering global routing = 65
Synth flops = 116
Pleak = 6.20 nW
total gr overflow = 0
Residual DRC = 0
Flop area = 0.00291 sq mm
postcts setup bufs = 0
clk latency of the worst-skew pair = 0.45 ns
OpenROAD warnings = 106
Crit path required time = 18.35 ns
CTS Sinks = 116
fillcell total = 3100
Hold Path Depth = 3
Setup Skew = 0.00654 ns
crit end category = flop
mapped cell area = 0.0128 sq mm
Hold Path End = Overflow_out$_DFF_PP0_
Area growth syn-to-layout = 16.6%
cell area after layout = 0.0150 sq mm
yosys cell count = 1614
core area = 0.0316 sq mm
drt initial violations = 1466
post-place instance area = 0.0143 sq mm
slew margin rel. = 0.356
first-pass GRT wire length = 88.7 mm
Unique cell types = 85
H-tree Lvls = 4
setup total negative slack = 0 ns
Peak VDD IR = 83.9 uV
share of post-route cells with drive strength above 1 = 0.0967
Startpoint Class = flop
CP max FO = 59
Worst R2R End = Zero_out$_DFF_PP0_
synthesized area per cell = 7.95 sq um
Rows = 65
reg2reg path depth = 15
wire per inst = 28.6 um
I/O pins = 134
die y size = 181 um
post-DP HPWL = 46.0 mm
PostCTS Resize Cnt = 0
die width = 181 um
vias = 13800
Num CTS Buffers = 17
Top-area cell share = 0.226
CTS max path bufs = 2
outcome = finished, final reports clean
area leader, netlist = dfrtp_1
Via density = 6.59
CP delay by family, top = simple AND/OR/NAND/NOR gates
critical path class = reg -> reg
slowest cell on the critical path = nor3_1
clock-pin slew on the worst setup and hold paths = 0.06 ns
Synthesis Warnings = 0
vias in the first global route = 13100
aggregate routed wire length = 59.8 mm
most frequent logic cell in the layout = nand2_1
reg2reg start = B_reg[3]$_DFF_PP0_
antenna-violating nets left = 0
r2r setup slk = 12.43 ns
Final GP Congestion = 1.04
CP Data Arrival Time = 5.92 ns
pwr dens = 67.8 mW/mm^2
RSZ-0062 raised after global routing = no
cts hold-fix bufs = 0
Final Hold Viols = 0
CTS tree = yes
clock root cell = clkbuf_16
post-layout period usage = 0.309
peak per-stage delay on the critical path = 0.63 ns
FP Util = 0.407
logic make-up after synthesis:
| group | Yosys count | synth area share |
|---|---|---|
| simple gates | 516 | 0.189 |
| fa+ha+maj | 100 | 0.0986 |
| buf+inv | 212 | 0.0702 |
| compound gates | 533 | 0.281 |
| flops | 116 | 0.226 |
| xor+xnor | 20 | 0.0136 |
| mux | 117 | 0.122 |
power breakdown:
group | internal (mW) | total (mW) | switching (mW)
sequential | 0.273 | 0.294 | 0.0203
combinational | 0.122 | 0.328 | 0.206
clock | 0.260 | 0.393 | 0.133
total | 0.655 | 1.01 | 0.359
final cells by class:
class | instances | area share
diodes | 1 | 0.000167
clock buffers | 21 | 0.0321
clock inverters | 11 | 0.0132
inverters | 94 | 0.0237
multi-input cells | 1286 | 0.604
flip-flops and latches | 116 | 0.195
well taps | 402 | 0.0336
repair buffers | 158 | 0.0990
worst reg2reg max path, cell delays in order (launching register included):
cell and delay [ns]:
dfrtp_2 0.34, buf_4 0.54, inv_1 0.11, buf_4 0.32, ha_1 0.54, and3_1 0.23, a221o_1 0.35, o21ai_0 0.52
o21ai_0 0.20, a221oi_1 0.30, o311ai_0 0.36, nor3_1 0.63, nand4bb_1 0.29, nor4b_1 0.34, nand4bb_1 0.23, nor4_2 0.17
routing by layer:
layer  GRT usage  share of wire  up-vias
met1       0.562           0.44     6807
met4      0.0834          0.028        0
met3       0.109          0.098       94
li1            -              -     6150
met5           0              0        -
met2       0.558           0.43      720
how the worst max path moves through the flow:
stage	start	end	slack (ns)	depth (start not counted)
CTS	B_reg[3]$_DFF_PP0_	Zero_out$_DFF_PP0_	12.61	14
global route	B_reg[3]$_DFF_PP0_	Zero_out$_DFF_PP0_	12.23	14
finish	B_reg[3]$_DFF_PP0_	Zero_out$_DFF_PP0_	12.43	15
Yosys cell counts, drive strengths merged (27+ instances only):
| library cell | instances |
|---|---|
| o22ai | 31 |
| inv | 93 |
| nand2 | 161 |
| a21oi | 112 |
| nor2 | 147 |
| mux2i | 51 |
| clkbuf | 71 |
| dfrtp | 116 |
| ha | 98 |
| buf | 47 |
| o211ai | 28 |
| nor3 | 41 |
| mux4 | 27 |
| mux2 | 39 |
| o21ai | 122 |
| nand3 | 39 |
metrics by stage:
step	setup WS [ns]	instances	util	power (mW)	hold WS, ns
global route	12.23	2088	0.474	1.06	0.795
global placement	12.61	2056	0.453	0.615	0.737
CTS	12.61	2088	0.474	1.01	0.761
detailed placement	12.64	2056	0.453	0.614	0.751
floorplan	11.33	1614	-	0.493	0.688
finish	12.43	2089	0.474	1.01	0.758
No activity file was given, so power comes from the tool's default toggle rates.
